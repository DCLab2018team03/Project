--- config.mk ---
export PLATFORM = sky130hd
export DESIGN_NAME = Debounce
export DESIGN_NICKNAME = Debounce
export VERILOG_FILES = /design/flow/design.v
export SDC_FILE = /design/flow/constraint.sdc
export NUM_CORES = 4
export LEC_CHECK = 1
export CORE_AREA = 10 10 91 91
export DIE_AREA = 0 0 101 101
--- run.sh ---
#!/bin/bash
# OpenROAD 26Q1-2900-gdf79404cd8, Yosys 0.63+post, stock flow scripts
make -C /OpenROAD-flow-scripts/flow DESIGN_CONFIG=/design/flow/config.mk WORK_HOME=/design/flow/orfs finish
--- design.v ---
module Debounce(
	input i_in,
	input i_clk,
	output o_debounced,
	output o_neg,
	output o_pos
);
	parameter CNT_N = 65535;
	localparam CNT_BIT = $clog2(CNT_N+1);
	logic o_debounced_r, o_debounced_w;
	logic [CNT_BIT-1:0] counter_r, counter_w;
	logic neg_r, neg_w, pos_r, pos_w;
	assign o_debounced = o_debounced_r;
	assign o_pos = pos_r;
	assign o_neg = neg_r;
	always_comb begin
		pos_w = ~o_debounced_r &  o_debounced_w;
		neg_w =  o_debounced_r & ~o_debounced_w;
		if (i_in != o_debounced_r) begin
			counter_w = counter_r - 1;
		end else begin
			counter_w = CNT_N;
		end
		if (counter_r == 0) begin
			o_debounced_w = ~o_debounced_r;
		end else begin
			o_debounced_w = o_debounced_r;
		end
	end
	always_ff @(posedge i_clk) begin
		o_debounced_r <= o_debounced_w;
		counter_r <= counter_w;
		neg_r <= neg_w;
		pos_r <= pos_w;
	end
endmodule
--- constraint.sdc ---
current_design Debounce

set clk_period 4.4
set clk_io_pct 0.2

create_clock -name clk0 -period $clk_period [get_ports {i_clk}]

set non_clock_inputs [all_inputs -no_clocks]
set_input_delay [expr $clk_period * $clk_io_pct] -clock clk0 $non_clock_inputs
set_output_delay [expr $clk_period * $clk_io_pct] -clock clk0 [all_outputs]
==> run_results.csv <==
group,metric,value,unit
setup_path,critical-path-top-delay-family,"buffers and inverters",
power_and_ir_drop,cell_area_power_density,283,nW/um2
clock_tree,cts_root_buf,"sky130_fd_sc_hd__clkbuf_8",
sta,hold_viol_final,0,
setup_path,source_of_the_worst_register_to_register_timing_path,"counter_r[13]$_SDFF_PN1_",
sta,worst_slew_pin_slew,0.712,ns
floorplanning,die_w,101,um
floorplanning,die_h,101,um
setup_path,crit_path_end,"o_debounced",
synthesis,post_synth_main_area_contributors,"sky130_fd_sc_hd__dfxtp_1 (40%), sky130_fd_sc_hd__mux2i_1 (8.5%), sky130_fd_sc_hd__nor4_4 (6.7%), sky130_fd_sc_hd__and2_1 (5.3%), sky130_fd_sc_hd__ha_1 (4.0%)",
clock_tree,cts-resized-gates,0,
synthesis,async_flop_share,0,
setup_path,cp.buffers_inverters,1,
sta,slew_headroom,0.522,
placed_design,routabilityCongestion,0.772,
setup_path,chain_of_cells_forming_the_critical_path,"clkdlybuf4s50_1",
detailed_routing,route.vias.total,654,
synthesis,netlist_instances,94,
setup_path,r2r_end,"o_debounced_r$_DFF_P_",
sta,final.setup.worst_slack,2.32,ns
setup_path,worstRegToRegCells,5,
synthesis,synthFlopType,"sky130_fd_sc_hd__dfxtp_1",
clock_tree,clk_latency,0.25,ns
floorplanning,fp-utilization,0.149,
global_routing,gr-usage-all-layers,0.0315,
setup_path,setup.reg_to_reg.worst_slack,2.52,ns
synthesis,share_of_the_yosys_chip_area_belonging_to_registers,0.402,
synthesis,syn-cell-area,946,um2
setup_path,worstSetupStartpoint,"o_debounced_r$_DFF_P_",
sta,grt_setup_unrepaired,"no",
floorplanning,die_area,10200,um2
detailed_routing,insertedDiodeCount,0,
synthesis,synth.top_cell.area_share,0.402,
clock_tree,numCtsBuffers,3,
detailed_routing,drc,0,
setup_path,worst-path-stages,1,
clock_tree,cts_buffer_depth,2,
clock_tree,tritoncts,"built",
synthesis,ys_ff,19,
placed_design,place.port_buffers,4,
final_layout,final_layout_size_suffix_gt1_frac,0.130,
synthesis,yosysChipArea,946,um2
detailed_routing,routed_via_density,3.69,
power_and_ir_drop,max-vdd-ir-drop,0.000144,V
setup_path,timing.critical_path.slowest_stage_cell,"sky130_fd_sc_hd__clkdlybuf4s50_1",
sta,clock_skews,0.00373,ns
global_routing,grt_antenna_before_repair,0,
sta,fin_worst_hold_slack,0.457,ns
setup_path,timing.critical_path.arrival,1.20,ns
placed_design,post-place-cells,173,
synthesis,synth_cell_types,26,
sta,setup_viol_count_final,0,
clock_tree,cts_setup_buffers,0,
floorplanning,core_area,6350,um2
final_layout,fin_cells,177,
global_routing,grt_pass1_vias,592,
synthesis,enable_flop_cells,0,
final_layout,area.growth.synth_to_final,16.4,%
placed_design,dpl_worst_slack,2.18,ns
synthesis,yosysTopAreaCell,"sky130_fd_sc_hd__dfxtp_1",
detailed_routing,wirelength,1.62,mm
placed_design,detailed_place_hpwl,1.14,mm
setup_path,startpoint_type,"flop",
detailed_routing,drtPass1Iterations,4,
floorplanning,boundaryPins,5,
setup_path,endpoint_required_time_on_the_critical_path,3.52,ns
setup_path,path_max_fanout,5,
clock_tree,clkTransAtPathRegs,0.07,ns
global_routing,grt_first_pass_wirelength,2.70,mm
flow_run,warnings,26,
setup_path,setup.worst_path.class,"flop to output pin",
setup_path,critPathCaptureType,"output pin",
synthesis,yosysWarnings,1,
floorplanning,standard_cell_row_count,29,
setup_path,crit_path_max_incr_delay,0.52,ns
power_and_ir_drop,leakagePower,0.373,nW
clock_tree,cts.htree.levels,1,
clock_tree,cts_hold_repair.buffers,0,
sta,finalClockPeriodUsage,0.473,
synthesis,synth.most_common_cell,"sky130_fd_sc_hd__dfxtp_1",
sta,finalMaxSlewViolations,0,
synthesis,yosysCellCount,94,
status,run_status,"finished clean",
global_routing,gr-total-overflow,0,
power_and_ir_drop,total_power,311,uW
clock_tree,cts.sink_count,19,
worst_hold_path,min-delay-path-class,"flop to flop",
sta,setup_tns,0,ns
sta,fmax,480,MHz
detailed_routing,initial_drt_markers,27,
sta,post-route-min-period,2.08,ns
flow_run,maxCapViolCount,0,
global_routing,pin_count_of_the_biggest_net_entering_global_routing,17,
detailed_routing,route.detailed.wl_per_inst,9.13,um
synthesis,synth_area_per_cell,10.1,um2
synthesis,common_cells,"sky130_fd_sc_hd__dfxtp_1 (19), sky130_fd_sc_hd__and2_1 (8), sky130_fd_sc_hd__mux2i_1 (8), sky130_fd_sc_hd__nor2_1 (8), sky130_fd_sc_hd__or3_1 (6)",
detailed_routing,antenna_violating_nets_post_route,0,
-- state kept, by name, summed over array words and instances (netlist names) --
signal	count
counter_r	16
neg_r	1
o_debounced_r	1
pos_r	1
-- placed cells by master, fill, tap and decap left out, types with 3 or more instances in the layout --
master / instances
sky130_fd_sc_hd__xnor2_1: 4
sky130_fd_sc_hd__or3_1: 6
sky130_fd_sc_hd__dfxtp_1: 19
sky130_fd_sc_hd__ha_1: 3
sky130_fd_sc_hd__nor4_4: 3
sky130_fd_sc_hd__nor4_1: 3
sky130_fd_sc_hd__inv_1: 5
sky130_fd_sc_hd__nand2_1: 5
sky130_fd_sc_hd__nor3_1: 3
sky130_fd_sc_hd__or4_1: 3
sky130_fd_sc_hd__clkbuf_8: 3
sky130_fd_sc_hd__nor2_1: 8
sky130_fd_sc_hd__and2_1: 8
sky130_fd_sc_hd__clkdlybuf4s50_1: 4
sky130_fd_sc_hd__mux2i_1: 8
-- worst register-to-register path: cells and delay by family (launching register included) --
| kind | cells | cell delay (ns) |
|---|---|---|
| buffers and inverters | 1 | 0.05 |
| DFF | 1 | 0.35 |
| and+or+nand+nor | 3 | 1.16 |
| adders and majority gates | 1 | 0.29 |
-- worst min-delay path by stage --
stage,start,end,slack [ns],depth (start not counted)
5_1_grt,counter_r[0]$_SDFF_PN1_,counter_r[0]$_SDFF_PN1_,0.47,1
6_report,counter_r[0]$_SDFF_PN1_,counter_r[0]$_SDFF_PN1_,0.46,1
4_1_cts,counter_r[0]$_SDFF_PN1_,counter_r[0]$_SDFF_PN1_,0.45,1
-- stage by stage --
stage          utilization  instance area, um2
6_report             0.173                1100
3_5_place_dp         0.166                1050
4_1_cts              0.173                1100
5_1_grt              0.173                1100
3_3_place_gp         0.166                1050
2_1_floorplan            -                 946
-- area by class of cell --
class                      instances  area, um2
tap                               77       96.3
timing repair buffer               5       47.5
fill                             684       5250
inverter                           5       18.8
sequential                        19        380
clock buffer                       3       41.3
multi-input combinational         67        512
clock inverter                     1       5.00
-- per-layer routing --
metal | part of all wire | GRT usage | up-vias
met3 | 0.069 | 0.0159 | 0
met4 | 0 | 0.00107 | 0
met2 | 0.41 | 0.0472 | 12
li1 | - | - | 342
met5 | 0 | 0 | -
met1 | 0.52 | 0.0421 | 300
-- cell families (layout without fill, tap and decap cells) --
kind of cell	Yosys count	in the layout	share of synthesized area
fa+ha+maj	3	3	0.0397
mux	8	8	0.0847
buf+inv	8	14	0.0569
flops	19	19	0.402
compound gates	4	4	0.0278
simple gates	47	47	0.343
xor+xnor	5	5	0.0463
-- power by group --
group,switching [mW],total (mW),internal (mW)
Clock,0.0567,0.120,0.0629
Sequential,0.00296,0.177,0.174
Combinational,0.00800,0.0147,0.00665
Power and IR drop assume default switching activity.
