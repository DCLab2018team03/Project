[./config.mk]
export PLATFORM = sky130hd
export DESIGN_NAME = SDRAMBus
export DESIGN_NICKNAME = SDRAMBus
export VERILOG_FILES = /design/flow/design.v
export SDC_FILE = /design/flow/constraint.sdc
export NUM_CORES = 4
export LEC_CHECK = 1
export CORE_AREA = 10 10 82 82
export DIE_AREA = 0 0 92 92
[./constraint.sdc]
current_design SDRAMBus

set clk_period 2.7
set clk_io_pct 0.2

create_clock -name clk0 -period $clk_period [get_ports {i_clk}]

set non_clock_inputs [all_inputs -no_clocks]
set_input_delay [expr $clk_period * $clk_io_pct] -clock clk0 $non_clock_inputs
set_output_delay [expr $clk_period * $clk_io_pct] -clock clk0 [all_outputs]
[./design.v]
module SDRAMBus (
    input i_clk,
    input i_rst,
    output logic [22:0] new_sdram_controller_0_s1_address,       
	output logic [3:0]  new_sdram_controller_0_s1_byteenable_n,        
	output logic        new_sdram_controller_0_s1_chipselect,        
	output logic [31:0] new_sdram_controller_0_s1_writedata,        
	output logic        new_sdram_controller_0_s1_read_n,        
	output logic        new_sdram_controller_0_s1_write_n,        
	input  logic [31:0] new_sdram_controller_0_s1_readdata,        
	input  logic        new_sdram_controller_0_s1_readdatavalid,        
	input  logic        new_sdram_controller_0_s1_waitrequest,  
    input  logic [22:0] sdram_addr,
    input  logic sdram_read,
    output logic [31:0] sdram_readdata,
    input  logic sdram_write,
    input  logic [31:0] sdram_writedata,
    output logic sdram_finished,
    output [1:0] debug
);
    assign new_sdram_controller_0_s1_address = sdram_addr;
    assign new_sdram_controller_0_s1_chipselect = 1'b1;
    assign new_sdram_controller_0_s1_byteenable_n = 4'd0;
    assign sdram_readdata = new_sdram_controller_0_s1_readdata;
    assign new_sdram_controller_0_s1_writedata = sdram_writedata;
    logic [1:0] state, n_state;
    logic [2:0] wait_counter, n_wait_counter;
    assign debug = state;
    localparam IDLE  = 2'b00;
    localparam READ  = 2'b01;
    localparam READ_WAIT = 2'b11;
    localparam WRITE = 2'b10;
    always_ff @(posedge i_clk or posedge i_rst) begin
        if (i_rst) begin
            state <= IDLE;
            wait_counter <= 0;
        end else begin
            state <= n_state;
            wait_counter <= n_wait_counter;
        end
    end
    always_comb begin
        n_state = state;
        sdram_finished = 0;
        new_sdram_controller_0_s1_read_n = 1;
        new_sdram_controller_0_s1_write_n = 1;
        n_wait_counter = 0;
        case(state)
            IDLE: begin
                if (sdram_read) begin
                    n_state = READ;
                end
                if (sdram_write) begin
                    n_state = WRITE;
                end
            end
            READ: begin
                new_sdram_controller_0_s1_read_n = 0;
                if (!new_sdram_controller_0_s1_waitrequest && new_sdram_controller_0_s1_readdatavalid) begin
                    sdram_finished = 1;
                    n_wait_counter = 0;
                    n_state = READ_WAIT;
                end
                if (!sdram_read) begin
                    n_state = IDLE;
                end
            end
            READ_WAIT: begin
                if (wait_counter == 3'd7) begin
                    n_state = IDLE;
                end
                n_wait_counter = wait_counter + 1;
            end
            WRITE: begin
                new_sdram_controller_0_s1_write_n = 0;
                if (!new_sdram_controller_0_s1_waitrequest) begin
                    sdram_finished = 1;
                    n_state = IDLE;
                end
                if (!sdram_write) begin
                    n_state = IDLE;
                end
            end
        endcase
    end
endmodule
[./run.sh]
#!/bin/bash
# OpenROAD 26Q1-2900-gdf79404cd8, Yosys 0.63+post, stock flow scripts
make -C /OpenROAD-flow-scripts/flow DESIGN_CONFIG=/design/flow/config.mk WORK_HOME=/design/flow/orfs finish
==> run summary <==
Update from the flow run.

The flow ran to the end, and the final reports show no timing, DRC or antenna violations. Summed over all routing layers, the global router reports a total usage of 3.59%. In the synthesized netlist, the number of instances is 119.

The total number of placement rows is 26. The number of design rule violations left after detail routing is 0. Counting stages on the worst path, the most repeated cell is clkdlybuf4s50_1. The average footprint of a synthesized cell is ~8 sq um. The leakage dissipation is 0.234 nW. Looking at the reg2reg group, the worst path starts from wait_counter[0]. The cell-mix breakdown from Yosys lists the adder-cell area share as roughly 2.6%. The largest net degree at the start of global routing is 12. Per the final report, max-transition violations number 0. The latest clock arrival within the worst-skew pair is 220 ps.

The post-synthesis share of cell area spent on xor and xnor gates is 0%. The horizontal die dimension reported for this design is a little over 90 um. The top routing layer in use is met4.

The portion of the clock cycle consumed by the worst path in the final layout is 85.0%. According to the floorplan report, the placeable core area is 5070 sq um. In the final report, the number of hold violations comes to 0.

The fmax is 436 MHz. The congestion estimate from routability-driven global placement came to between 0.7 and 0.8. The cell count of the worst reg-to-reg path is 5. The detailed router reports a met3 wire length of between 500 and 600 um. The number of post-CTS setup repair buffers is 0. The via count of the first global-routing pass is a little over 400. The chip area line of the yosys report is 976 sq um. The power density over cell area is 801 nW/um^2. Per the detail_route report, inserted antenna diodes total 0. The layout filler cell count is 614. The floorplan step defined a die boundary enclosing 8460 sq um. The first TritonRoute pass finished after 2 iterations. The end of the worst register-to-register path is state[0]. The height of the die is 92 um. The number of nets with antenna violations after routing is 0. The total clock sinks is 5. Among the non-sequential cells, buffers and inverters take the most area. The number of distinct library cells after synthesis is 17. The average via count per standard cell is about 3.1. The layout summary lists the proportion of cells stronger than drive strength 1 as between 10% and 20%. In this run the clock root is driven by a clkbuf_8. Counting flops with an async set or reset pin after synthesis yields a share of 100%. The number of antenna violations at the first check in global routing is 0. The clock arrives with 1.74 ps of skew. Looking at the setup timing report, the critical path kind is primary input to primary output. Compared with the post-synthesis result, the final layout area differs by -45.8%. After synthesis, the share of cell area in mux cells is 0%.

After Yosys synthesis, and, or, nand and nor cells account for 8.85% of the synthesized area. The maximum number of buffers from clock root to sink is 2. Sorting the synthesized cells by area gives the leading types as buf_4 71%, dfrtp_1 13%, ha_1 2.6%.

Counting tap cells, the placed design contains a total of 110 instances. The total global routing overflow is 0. By count the netlist is led by 92 x buf_4, 5 x dfrtp_1, 3 x nand2b_1.

Excluding fillers, the count of instances in the completed layout stands at 114. Setup repair after global routing left no endpoint under its margin. The setup check on the worst reg-to-reg path leaves a slack of 1490 ps. The critical path goes through clkdlybuf4s50_1 > nand3b_4 > a21oi_1 > clkdlybuf4s50_1. The cell type with the highest aggregate area in the netlist is buf_4. The final routed wirelength across all metal layers is 1690 um. The most instantiated flip-flop cell in the synthesis netlist is dfrtp_1.

The floorplan step records an initial core utilization of 19.2%. Once routing completed, OpenROAD measured the worst setup slack at slightly above 400 ps. Hold repair after CTS inserted 0 buffers. IR analysis of the VDD net gives a maximum drop of 0.280 mV. At the placement stage, the worst setup path has a slack of 412 ps. 190 I/O pins were placed. The level count of the clock H-tree is 1. The sum of met2 wire segment lengths after detailed routing is 484 um. The OpenROAD warning count is 25. CTS added clock buffers totalling 3. Summed over its instances, the top area cell type makes up a little over two thirds of the synthesized netlist area. Setup total negative slack on the finished layout was measured at 0 ps. The shortest period the worst path allows is 2290 ps. The part of the Yosys area used for sequential elements is 12.8%. In the final report, the number of endpoints failing setup comes to 0. The clock tree from TritonCTS is yes. The placement report lists the number of port buffers as 10.

The worst-path cell with the longest stage delay is clkdlybuf4s50_1. Once layout is complete, the utilization of the core stands at 10.4%. The count of routing violations after the opening detailed-route iteration is 5. Once synthesis finished, the tally of register bits stood at 5. The fraction of the mapped netlist area in compound gates is ~3.5%.

The arrival time of the worst setup path is 1750 ps. In the post-synthesis netlist, the cell with the most instances is buf_4. In this run the cell area of the synthesized design comes to 976 sq um. Warnings reported by Yosys during synthesis add up to 1. The first-pass GRT wire length is roughly 2400 um.

The detailed-routing wirelength on met1 is between 500 and 600 um. Yosys mapped a number of flops with a built-in enable equal to 0. The final route contains approximately 360 vias. STA puts the critical path data required time at 2160 ps.

The startpoint of the worst hold path is wait_counter[0]. The cell resize tally after clock tree synthesis is 0. The timing report gives the clock slew at the launch and capture registers of the worst setup and hold paths as 40 ps. The type of the worst min-delay path is flop to flop. The hold-critical path endpoint is wait_counter[0].

After synthesis, the design contains around 120 cells according to Yosys. The element type at the critical path start is a primary input. Of all nets on the critical path, the largest fanout is 2. The wire length per cell after detailed routing is 14.9 um. The number of max-cap violations is 0. The category of the worst setup path capture point is a primary output. The timing report gives the biggest stage delay along the critical path as 500 ps.

The hold-critical path depth is 1.
where the power goes:
| group | internal (W) | leakage [nW] | switching, W |
|---|---|---|---|
| sequential | 0.0000958 | 0.0664 | 0.0000459 |
| clock | 0.000101 | 0.0228 | 0.0000371 |
| combinational | 0.000105 | 0.145 | 0.0000392 |
through the flow:
stage               area (sq um)  power [W]  hold slack [ps]
floorplan                    987   0.000271              319
global placement             484   0.000293              428
detailed placement           484   0.000288              429
CTS                          529   0.000434              434
global route                 529   0.000459              459
finish                       529   0.000424              434
final cells by class:
class                           count  area (sq um)  area share, %
Tap cell                           70          87.6           16.5
Clock buffer                        4          45.0           8.51
Sequential cell                     5           125           23.6
Multi-Input combinational cell     23           164           31.0
Timing Repair Buffer               10           100           18.9
Inverter                            2          7.51           1.42
worst max-delay path, delay by kind of cell:
kind	cells	cell delay [ps]
AND-OR/OR-AND	1	150
AND/OR/NAND/NOR	1	90
buffers and inverters	2	970
metal layers:
metal	track usage, %	vias to the layer above
met5	0	-
met4	4.37	0
met3	5.77	36
met2	2.65	81
met1	3.06	121
li1	-	120
placed cells by master (no fill, tap or decap):
cell,n
nor2_1,1
nand2_1,2
o21ai_1,1
clkbuf_8,3
nor2b_1,1
nand2b_1,3
ha_1,2
inv_1,2
o31ai_1,1
conb_1,5
clkdlybuf4s50_1,10
and3_2,2
and2b_1,1
clkbuf_1,1
nand3b_4,1
dfrtp_1,5
o311ai_2,1
a21oi_1,1
nand3b_1,1
how the worst max path moves through the flow:
| stage | slack (ps) | startpoint | end |
|---|---|---|---|
| after global routing | 330 | new_sdram_controller_0_s1_readdatavalid | sdram_finished |
| final | 410 | new_sdram_controller_0_s1_readdatavalid | sdram_finished |
| after CTS | 390 | new_sdram_controller_0_s1_readdatavalid | sdram_finished |
sequential cells by signal, indices dropped and copies added (netlist names):
register,cells
state,2
wait_counter,3
cell families (layout without fill, tap and decap cells):
group | Yosys count | after routing
compound gates | 4 | 4
fa+ha+maj | 2 | 2
buf+inv | 94 | 16
flops | 5 | 5
other cells | 2 | 5
simple gates | 12 | 12
Power figures rest on the tool's default switching activity, not on a simulated workload.
