===== run.sh =====
#!/bin/bash
# OpenROAD 26Q1-2900-gdf79404cd8, Yosys 0.63+post, stock flow scripts
make -C /OpenROAD-flow-scripts/flow DESIGN_CONFIG=/design/flow/config.mk WORK_HOME=/design/flow/orfs finish

===== config.mk =====
export PLATFORM = sky130hd
export DESIGN_NAME = AudioBus
export DESIGN_NICKNAME = AudioBus
export VERILOG_FILES = /design/flow/design.v
export SDC_FILE = /design/flow/constraint.sdc
export NUM_CORES = 4
export LEC_CHECK = 1
export CORE_UTILIZATION = 30

===== constraint.sdc =====
current_design AudioBus

set clk_period 1.8
set clk_io_pct 0.2

create_clock -name clk0 -period $clk_period [get_ports {i_clk}]

set non_clock_inputs [all_inputs -no_clocks]
set_input_delay [expr $clk_period * $clk_io_pct] -clock clk0 $non_clock_inputs
set_output_delay [expr $clk_period * $clk_io_pct] -clock clk0 [all_outputs]

===== design.v =====
module AudioBus (
    input i_clk,
    input i_rst,
    output logic from_adc_left_channel_ready,
    input  logic [15:0] from_adc_left_channel_data,
    input  logic from_adc_left_channel_valid,
    output logic from_adc_right_channel_ready,
    input  logic [15:0] from_adc_right_channel_data,
    input  logic from_adc_right_channel_valid,
    output logic [15:0] to_dac_left_channel_data,
    output logic to_dac_left_channel_valid,
    input  logic to_dac_left_channel_ready,
    output logic [15:0] to_dac_right_channel_data,
    output logic to_dac_right_channel_valid,
    input  logic to_dac_right_channel_ready,
    input  logic record_audio_ready,
    output logic [31:0] record_audio_data,
    output logic record_audio_valid,
    input  logic play_audio_valid,
    input  logic [31:0] play_audio_data,
    output logic play_audio_ready,
    output [1:0] debug
);
    logic to_left_valid, to_right_valid, n_to_left_valid, n_to_right_valid;
    assign to_dac_left_channel_valid = to_left_valid;
    assign to_dac_right_channel_valid = to_right_valid;
    assign to_dac_left_channel_data = play_audio_data[31:16];
    assign to_dac_right_channel_data = play_audio_data[15:0];
    logic from_left_ready, from_right_ready, n_from_left_ready, n_from_right_ready;
    logic [31:0] audio_data, n_audio_data;
    assign from_adc_left_channel_ready = from_left_ready;
    assign from_adc_right_channel_ready = from_right_ready;
    assign record_audio_data = audio_data;
    assign debug = state;
    logic [1:0] state, n_state;
    localparam IDLE = 2'b00;
    localparam PLAY = 2'b01;
    localparam REC  = 2'b10;
    always_ff @(posedge i_clk or posedge i_rst) begin
        if (i_rst) begin
            state <= IDLE;
            to_left_valid <= 0;
            to_right_valid <= 0;
            from_left_ready <= 0;
            from_right_ready <= 0;
            audio_data <= 0;
        end else begin
            state <= n_state;
            to_left_valid <= n_to_left_valid;
            to_right_valid <= n_to_right_valid;
            from_left_ready <= n_from_left_ready;
            from_right_ready <= n_from_right_ready;
            audio_data <= n_audio_data;
        end
    end
    always_comb begin
        n_state = state;
        n_to_left_valid = to_left_valid;
        n_to_right_valid = to_right_valid;
        n_from_left_ready = from_left_ready;
        n_from_right_ready = from_right_ready;
        n_audio_data = audio_data;
        play_audio_ready = 0;
        record_audio_valid = 0;
        case(state)
            IDLE: begin
                if (play_audio_valid) begin
                    n_to_left_valid = 1;
                    n_to_right_valid = 1;
                    n_state = PLAY;
                end
                if (record_audio_ready) begin
                    n_from_left_ready = 1;
                    n_from_right_ready = 1;
                    n_state = REC;
                end
            end
            PLAY: begin
                if (to_dac_left_channel_ready) begin
                    n_to_left_valid = 0;
                end
                if (to_dac_right_channel_ready) begin
                    n_to_right_valid = 0;
                end
                if (!to_left_valid && !to_right_valid) begin
                    play_audio_ready = 1;
                    n_state = IDLE;
                end
                if (!play_audio_valid) begin
                    n_state = IDLE;
                    n_to_left_valid = 0;
				    n_to_right_valid = 0;
                end
            end
            REC: begin
                if (from_adc_left_channel_valid) begin
                    n_audio_data[31:16] = from_adc_left_channel_data;
                    n_from_left_ready = 0;
                end
                if (from_adc_right_channel_valid) begin
                    n_audio_data[15:0] = from_adc_right_channel_data;
                    n_from_right_ready = 0;
                end
                if (!from_left_ready && !from_right_ready) begin
                    record_audio_valid = 1;
                    n_state = IDLE;
                end
                if (!record_audio_ready) begin
                    n_state = IDLE;
                    n_from_left_ready = 0;
				    n_from_right_ready = 0;
                end
            end
            default: n_state = state;
        endcase
    end
endmodule

==> results.txt <==
run results: layout overhead on the synthesized area=53.2%, via count of the routed design=1239, Synth Seq Share=51.8%, arrival time at the worst endpoint=1910 ps, Core Region=0.00592 sq mm, Power Total=4.07 mW, TritonCTS clock tree=yes, clock insertion delay at the later pin of the skew report=280 ps, hold slack=432 ps, flops & latches, synth=38, synthesis warning total=1, number of antenna violations at the first check in global routing=0, largest net degree at the start of global routing=39, outcome=complete, no violations, DP Wirelength=2420 um, root buffer cell=sky130_fd_sc_hd__clkbuf_8, slew at the pin closest to its max-slew limit=308 ps, vias per std cell=4.29, number of max-slew violations in the final report=0, final weighted congestion in routability-driven placement=0.751, wire length on met1=1510 um, met2 wire length=1600 um, worst setup path category=register to register, count of filler cells inserted in the layout=508, clock transition at the register clock pins on the worst setup and hold paths after CTS=70 ps, area of the multi-input gates=663 sq um, highest signal layer in the routed design=met4, final routed wire length divided by cell count=12.1 um, number of synthesized flops with an enable pin=0, power density over the cells=1450 mW/mm^2, static leakage=1.22 nW, Detailed Route WL=3500 um, final non-filler cell area=0.00281 sq mm, Setup TNS=0 ps, Iteration-0 DRC Markers=38, type of origin of the critical path=register, area after detailed placement=0.00257 sq mm, maximum clock frequency=573 MHz, number of detailed-route iterations in the first pass=4, Crit Path Max Fanout=4, CTS sink count=38, tool warning count=29, top-level port count=144, Mapped Cells=141, area figure in the yosys stat output=0.00183 sq mm, core utilization before placement=31.0%, cell type with the largest total area=sky130_fd_sc_hd__dfrtp_1, total overflow reported by the global router=0, wire length of the first global-routing pass=5800 um, final count of negative-setup-slack endpoints=0, PnR worst setup slack=55.0 ps, IO Port Bufs=79, final cell count without fillers=289, fraction of layout cells with a size suffix above 1=32.2%, min cycle time layout=1750 ps, list of most frequent post-synthesis cells=38 x sky130_fd_sc_hd__dfrtp_1, 32 x sky130_fd_sc_hd__buf_4, 32 x sky130_fd_sc_hd__mux2_2, total length of routed met3 wires=333 um, Area leader share=51.8%, DRC=0, die boundary width=80.2 um, most frequent cell after synthesis=sky130_fd_sc_hd__dfrtp_1, antenna-violating nets left=0, Clock H-tree levels=2, worst slew slack as a fraction of its limit=79.5%, sequential standard cell area=951 sq um, number of rows created at floorplan=28, overall die area=0.00643 sq mm, async set or reset register ratio after synthesis=100%, number of maximum-capacitance constraint violations=0, required time of the worst setup path=1970 ps, mean instance size in the synthesized netlist=13.0 sq um, pre-CTS setup slack=-105 ps, Max VDD drop=555 uV, number of instances in the placed design=270, total CTS buffers=5, count of unique library cells instantiated by Yosys=21, Clock Path Buffers=2, path class of the lowest-slack min-delay path=primary input to async pin, vias in the first global route=1313, overall fraction of global-route tracks in use=11.8%, Fin Clk Skew=4.28 ps, Cell Area, Synth=0.00183 sq mm, share of the core filled with cells=47.5%, top cells by area, synth=sky130_fd_sc_hd__dfrtp_1 52%, sky130_fd_sc_hd__mux2_2 20%, sky130_fd_sc_hd__buf_4 13%, sort of element at the end of the critical path=register, Die Height=80.2 um, Fin. Hold Viols=0, n_diodes=0, part of the cycle the worst path needs=96.9%, number of standard cells reported by yosys=141, most used flip-flop cell after synthesis=sky130_fd_sc_hd__dfrtp_1
## final timing paths
check,start,endpoint,slack (ps),cells past startpoint
max,state[0],state[0],50,7
min,i_rst,audio_data[20],430,3
max reg2reg,state[0],state[0],50,7
min reg2reg,audio_data[13],audio_data[13],500,1
max in group asynchronous,i_rst,audio_data[6],1180,3
min in group clk0,audio_data[13],audio_data[13],500,1
## registers in the layout (all words and copies together) (netlist names)
register / cells
audio_data: 32
from_left_ready: 1
from_right_ready: 1
state: 2
to_left_valid: 1
to_right_valid: 1
## cells by family after synthesis
family                     after synthesis  share of synthesized area (%)
AOI/OAI and AO/OA                       15                           6.28
adders and majority gates                4                           2.73
buffers and inverters                   40                           14.9
DFF                                     38                           51.8
muxes                                   34                           21.0
and+or+nand+nor                         10                           3.27
## critical path: stages (launching register included)
cell                        delay (ps)
sky130_fd_sc_hd__dfrtp_1           410
sky130_fd_sc_hd__buf_6             130
sky130_fd_sc_hd__buf_6             110
sky130_fd_sc_hd__ha_4              150
sky130_fd_sc_hd__buf_4             130
sky130_fd_sc_hd__o211a_1           130
sky130_fd_sc_hd__a2111oi_4         240
sky130_fd_sc_hd__mux2_4            330
## what timing repair did
item                                    4_1_cts  5_1_grt
setup buffers                                10        1
pin swaps                                     3        1
endpoints found under the setup margin        2        2
hold endpoints to repair                      0        0
hold buffers                                  0        0
resized                                      14        3
## layout make-up
cell class,count,share of cell area [%]
Tap cell,75,3.34
Clock buffer,7,3.07
Inverter,6,0.801
Clock inverter,1,0.178
Multi-Input combinational cell,63,23.6
Timing Repair Buffer,99,35.2
Sequential cell,38,33.8
## report_power, final
group | total, mW | internal [mW] | switching [mW]
registers | 1.50 | 1.28 | 0.223
logic | 1.98 | 1.50 | 0.479
clock network | 0.592 | 0.309 | 0.283
## metal layers
metal | vias up | track usage (%)
met1 | 584 | 15.9
met4 | 0 | 2.14
met3 | 11 | 4.15
met5 | - | 0
met2 | 55 | 18.8
li1 | 589 | -
## placed cells by master (no fill, tap or decap)
cell type                         instances
sky130_fd_sc_hd__mux2i_1                  1
sky130_fd_sc_hd__dfrtp_1                 38
sky130_fd_sc_hd__buf_6                    3
sky130_fd_sc_hd__o211a_1                  2
sky130_fd_sc_hd__a22o_1                   2
sky130_fd_sc_hd__and3_4                   1
sky130_fd_sc_hd__nor2b_1                  2
sky130_fd_sc_hd__nor2b_4                  1
sky130_fd_sc_hd__buf_12                   3
sky130_fd_sc_hd__mux2_4                   1
sky130_fd_sc_hd__clkinv_2                 1
sky130_fd_sc_hd__nor3b_2                  1
sky130_fd_sc_hd__o21ai_0                  8
sky130_fd_sc_hd__a2111oi_4                1
sky130_fd_sc_hd__clkbuf_1                 1
sky130_fd_sc_hd__clkbuf_8                 6
sky130_fd_sc_hd__dlygate4sd2_1            1
sky130_fd_sc_hd__clkdlybuf4s15_1          1
sky130_fd_sc_hd__ha_4                     3
sky130_fd_sc_hd__clkdlybuf4s50_1         77
sky130_fd_sc_hd__nor2_1                   1
sky130_fd_sc_hd__buf_4                   14
sky130_fd_sc_hd__or2b_1                   1
sky130_fd_sc_hd__inv_2                    2
sky130_fd_sc_hd__a21oi_1                  2
sky130_fd_sc_hd__nand2b_1                 1
sky130_fd_sc_hd__ha_1                     1
sky130_fd_sc_hd__nand2_1                  2
sky130_fd_sc_hd__inv_1                    4
sky130_fd_sc_hd__mux2_2                  32
Power figures rest on the tool's default switching activity, not on a simulated workload.
